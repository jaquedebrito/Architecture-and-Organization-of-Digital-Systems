`config.mk`:
```
export PLATFORM = sky130hd
export DESIGN_NAME = if_id_reg
export DESIGN_NICKNAME = if_id_reg
export VERILOG_FILES = /design/flow/design.v
export SDC_FILE = /design/flow/constraint.sdc
export NUM_CORES = 4
export LEC_CHECK = 1
export CORE_UTILIZATION = 40
```
`constraint.sdc`:
```
current_design if_id_reg

set clk_period 8.1
set clk_io_pct 0.2

create_clock -name clk0 -period $clk_period [get_ports {clk}]

set non_clock_inputs [all_inputs -no_clocks]
set_input_delay [expr $clk_period * $clk_io_pct] -clock clk0 $non_clock_inputs
set_output_delay [expr $clk_period * $clk_io_pct] -clock clk0 [all_outputs]
```
`design.v`:
```
package types_pkg;
    typedef enum logic[1:0] {
        PROC_NORMAL = 2'b00,
        PROC_STALL  = 2'b01,
        PROC_FLUSH  = 2'b10,
        PROC_ERROR  = 2'b11
    } proc_state_t;
endpackage
module if_id_reg (
    input  logic        clk, reset,
    input  logic        flush,
    input  logic        clear,
    input  logic        stall,
    input  logic [31:0] pc_plus4_in,
    input  logic [31:0] instr_in,
    output logic [31:0] pc_plus4_out,
    output logic [31:0] instr_out,
    output logic [31:0] stall_count,          
    output logic [31:0] flush_count,          
    output logic [31:0] clear_count,          
    output logic [1:0]  reg_status,           
    output logic        instr_valid,          
    output logic [63:0] last_update_time,     
    output logic [31:0] bubble_count          
);
    typedef enum logic[1:0] {
        REG_NORMAL = 2'b00,
        REG_STALL  = 2'b01,
        REG_FLUSH  = 2'b10,
        REG_ERROR  = 2'b11
    } reg_state_t;
    reg_state_t     current_state;
    logic [63:0]    current_time;
    logic [31:0]    consecutive_stalls;
    logic           is_bubble;
    logic [31:0]    last_valid_instr;
    initial current_time = 64'd1711799796;  
    always_comb begin
        is_bubble = (instr_in == 32'h0) || (instr_in == 32'h4);  
        instr_valid = !$isunknown(instr_in) && !is_bubble;
    end
    always_ff @(posedge clk or posedge reset) begin
        if (reset) begin
            pc_plus4_out <= 32'b0;
            instr_out <= 32'b0;
            current_state <= REG_NORMAL;
            consecutive_stalls <= 32'h0;
            current_time <= 64'd1711799796;  
            last_valid_instr <= 32'h0;
        end
        else if (clear || flush) begin
            pc_plus4_out <= 32'b0;
            instr_out <= 32'b0;
            current_state <= flush ? REG_FLUSH : REG_NORMAL;
            consecutive_stalls <= 32'h0;
            current_time <= current_time + 1;
        end
        else if (!stall) begin
            pc_plus4_out <= pc_plus4_in;
            instr_out <= instr_in;
            current_state <= REG_NORMAL;
            consecutive_stalls <= 32'h0;
            current_time <= current_time + 1;
            if (instr_valid)
                last_valid_instr <= instr_in;
        end
        else begin
            current_state <= REG_STALL;
            consecutive_stalls <= consecutive_stalls + 1;
            current_time <= current_time + 1;
        end
    end
    always_ff @(posedge clk or posedge reset) begin
        if (reset) begin
            stall_count <= 32'h0;
            flush_count <= 32'h0;
            clear_count <= 32'h0;
            bubble_count <= 32'h0;
        end else begin
            if (stall)
                stall_count <= stall_count + 1;
            if (flush)
                flush_count <= flush_count + 1;
            if (clear)
                clear_count <= clear_count + 1;
            if (is_bubble && !stall)
                bubble_count <= bubble_count + 1;
        end
    end
    assign reg_status = current_state;
    assign last_update_time = current_time;
endmodule
```
`run.sh`:
```
#!/bin/bash
# OpenROAD 26Q1-2900-gdf79404cd8, Yosys 0.63+post, stock flow scripts
make -C /OpenROAD-flow-scripts/flow DESIGN_CONFIG=/design/flow/config.mk WORK_HOME=/design/flow/orfs finish
```
==> qor.rpt <==
OUTCOME
-----------------------------------------------------------------------------------------------
Run status                                                                         finished clean

FLOORPLAN
-----------------------------------------------------------------------------------------------
Count of boundary I/O pins                                                                  328
Placement Rows                                                                               60
Overall die width                                                                        169 um
Area of the die                                                                      28600 um^2
Y dimension of the die                                                                   169 um
Core Region                                                                          27200 um^2
Initial core utilization                                                                  0.411

GLOBAL ROUTE
-----------------------------------------------------------------------------------------------
Antenna violations before repair                                                              0
Number of global-route vias before repair                                                  8109
Largest net degree at the start of global routing                                            66
Total Routing Usage GR                                                                    0.209
Total grt overflow                                                                            0
Global-route wire length before repair                                                 45600 um

CLOCK TREE
-----------------------------------------------------------------------------------------------
Clock Sinks                                                                                 258
Quantity of hold-fixing buffers added after cts                                               0
Clock input transition at the sequential cells of the worst setup and hold paths        0.06 ns
Post-CTS Resized                                                                              0
Insertion delay of the later-clocked pin in the worst-skew pair                         0.54 ns
Post-CTS setup repair buffer count                                                            0
Cts bufs inserted                                                                            29
TritonCTS clock tree                                                                      built
Clock Path Buffers                                                                            3
CTS HTree Levels                                                                              1
Root buffer cell                                                                      clkbuf_16

SYNTHESIS
-----------------------------------------------------------------------------------------------
Synthesized area per cell                                                             11.3 um^2
Area of the mapped netlist                                                           11200 um^2
Asr flop ratio synth                                                                       1.00
Count of yosys warnings during synthesis                                                      1
FF+latch count, synth                                                                       258
Dominant synthesized flop cell                                                          dfrtp_1
Unique masters post-synth                                                                    35
Yosys stat cell total                                                                       988
Synth Seq Share                                                                           0.581
Number of instances in the synthesized netlist                                              988
Summed standard-cell area reported by yosys                                          11200 um^2
Post-synth EDFFs                                                                              0

MIN PATH
-----------------------------------------------------------------------------------------------
Worst hold path cell count                                                                    1
Path class of the lowest-slack min-delay path                                           reg2reg
WHS Endpoint                                                                       bubble_count[31]
Beginning of the worst hold path                                                   bubble_count[31]

TIMING
-----------------------------------------------------------------------------------------------
Final critical delay including setup and external delays                                3.56 ns
Actual slew at the worst max-slew pin                                                  0.898 ns
Final hold slack                                                                       0.478 ns
Total negative slack for setup checks                                                      0 ns
Number of pins with negative max-slew slack in the final report                               0
Setup repair after global routing missed its margin                                          no
Highest clock rate                                                                      281 MHz
Final setup violation count                                                                   0
Final hold violations                                                                         0
Max Clock Skew                                                                        0.0116 ns
Relative slew slack                                                                       0.396
Final worst path period share                                                             0.440

PWR
-----------------------------------------------------------------------------------------------
Leakage                                                                              0.00707 uW
Worst voltage drop across the vdd grid                                                 0.135 mV
Cell area power density                                                             198 nW/um^2

CRITICAL PATH
-----------------------------------------------------------------------------------------------
WP depth                                                                                      7
Cell-by-cell trace of the critical path                                            clkdlybuf4s50_1 > nand4_1 > nor3_1 > nand2_1 > nor2_1 > nand3_1 > xnor2_1
Peak fanout along the critical path                                                           8
Worst Reg2Reg Path Length in Cells                                                            6
Crit Reg-Reg Endpoint                                                              current_time[36]
R2R Setup Slk                                                                           5.33 ns
Crit-path slowest cell                                                                   nor3_1
Critical path endpoint category                                                        register
Critical path launch point type                                                    primary input
Category of the critical setup timing path                                               in2reg
Critical Path Max Stage Delay                                                           0.66 ns
Crit Reg-Reg Startpoint                                                            current_time[4]
Critical path arrival                                                                   3.98 ns
Worst path top cell family by delay                                                simple AND/OR/NAND/NOR gates
Worst Path Buf+Inv                                                                            1
Required @ worst endpoint                                                               8.52 ns

ROUTING
-----------------------------------------------------------------------------------------------
Number of detailed-route iterations in the first pass                                         4
Detailed-route vias per instance                                                           4.80
Post-DRT Antenna Nets                                                                         0
DRC Markers                                                                                   0
Total routed wirelength                                                                27900 um
Count of vias placed by the detailed router                                                8283
Drt wl/cell                                                                             16.2 um
Detailed router's first-iteration violation count                                           478
Antenna diodes                                                                                0

FINAL LAYOUT
-----------------------------------------------------------------------------------------------
Layout-stage area growth over the synthesis result                                        42.6%
Fraction of final layout cells sized beyond drive strength 1                             0.0724

PLACEMENT
-----------------------------------------------------------------------------------------------
Half-perimeter wire length of the detailed placement result                            20200 um
Final weighted congestion of routability-driven global placement                          0.861
# port buffers                                                                              326

JOB
-----------------------------------------------------------------------------------------------
Total tool warning count                                                                     25
Count of maximum capacitance violations                                                       0

==> cell families after synthesis <==
| logic type | after synthesis | synth area share |
|---|---|---|
| buffers and inverters | 43 | 0.0161 |
| XOR/XNOR | 186 | 0.147 |
| other | 1 | 0.000336 |
| adder cells (fa/ha/maj) | 5 | 0.00561 |
| AND/OR/NAND/NOR | 427 | 0.189 |
| multiplexers | 68 | 0.0614 |
| flip-flops | 258 | 0.581 |
==> metrics by stage <==
stage / std cells / utilization / area (um^2) / power (uW) / worst slack [ns]
CTS: 1725 / 0.586 / 15900 / 3200 / 4.54
floorplan: 988 / - / 11200 / 1550 / 3.10
global route: 1725 / 0.586 / 15900 / 3290 / 4.23
finish: 1725 / 0.586 / 15900 / 3150 / 4.54
detailed placement: 1671 / 0.547 / 14900 / 1750 / 3.95
global placement: 1671 / 0.547 / 14900 / 1750 / 4.05
==> synthesized netlist by cell type, types with 18 or more instances <==
library cell  number  area, um^2
dfrtp_1          239        5980
nor2_1           124         465
xnor2_1          122        1070
nand2_1           81         304
nand3_1           76         380
mux2i_1           64         641
xor2_1            63         552
nand4_1           40         250
and3_1            29         181
nor3_1            27         135
dfstp_2           19         499
inv_1             18        67.6
==> flip-flops by register name (all words and copies together) (netlist names) <==
signal / cells
current_state: 2
current_time: 64
stall_count: 32
pc_plus4_out: 32
clear_count: 32
bubble_count: 32
flush_count: 32
instr_out: 32
==> routing by layer <==
layer,routed length (um),track usage
met5,0,0
met4,619,0.0411
met3,2260,0.0583
met2,12200,0.302
met1,12800,0.332
==> area by class of cell <==
class                   instances  area (um^2)
repair buffers                336         3340
well taps                     372          465
flip-flops and latches        258         6480
clock buffers                  39          823
fillers                      2245        11300
clock inverters                15          231
inverters                      18         71.3
multi-input cells             687         4510
==> worst max-delay path by stage <==
stage | from | endpoint | slack, ns
after CTS | flush | flush_count[27] | 4.54
after global routing | flush | flush_count[27] | 4.23
final | flush | flush_count[27] | 4.54
==> layout by cell type, fill, tap and decap left out, types with 4 or more instances in the layout <==
master           instances
clkdlybuf4s50_1        325
dfrtp_1                239
nor2_1                 124
xnor2_1                122
nand2_1                 81
nand3_1                 76
mux2i_1                 64
xor2_1                  63
nand4_1                 40
and3_1                  29
clkbuf_16               29
nor3_1                  27
dfstp_2                 19
inv_1                   17
buf_4                   11
nor4_1                  10
and4_1                   9
and2_1                   8
clkinv_2                 7
clkbuf_8                 6
bufinv_16                6
ha_1                     5
mux2_2                   4
nor3b_1                  4
clkbuf_1                 4
==> worst reg2reg max path, stage by stage, from the launching register on <==
cell,delay [ns]
dfstp_2,0.60
nand4_2,0.15
or4_1,0.73
nor4_4,0.54
and2_1,0.35
nand4_1,0.15
xnor2_1,0.14
==> report_power, final <==
group	switching (uW)	total [uW]	internal, uW
Sequential	76.5	1430	1350
Combinational	106	299	192
Clock	526	1430	901
Power figures rest on the tool's default switching activity, not on a simulated workload.
