==> flow/design.v <==
package types_pkg;
    typedef enum logic[1:0] {
        PROC_NORMAL = 2'b00,
        PROC_STALL  = 2'b01,
        PROC_FLUSH  = 2'b10,
        PROC_ERROR  = 2'b11
    } proc_state_t;
endpackage
module mux2 #(parameter WIDTH = 8)
(
    input  logic [WIDTH-1:0] d0, d1,   
    input  logic             s,        
    output logic [WIDTH-1:0] y         
);
    assign y = s ? d1 : d0;   
endmodule
module wb_stage (
    input  logic        clk, reset,           
    input  logic [31:0] readdata,
    input  logic [31:0] ULAout,
    input  logic        memtoreg,
    output logic [31:0] result,
    output logic [31:0] wb_cycles,           
    output logic [31:0] mem_reads,           
    output logic [31:0] alu_uses,            
    output logic        wb_valid,            
    output logic [63:0] timestamp,           
    output logic [31:0] last_values          
);
    logic [31:0] result_pre;
    logic        valid_data;
    logic [1:0]  value_index;
    logic [63:0] current_time;
    initial current_time = 64'd1711799553;  
    mux2 #(32) resmux(
        .d0(ULAout),
        .d1(readdata),
        .s(memtoreg),
        .y(result_pre)
    );
    always_comb begin
        valid_data = 1'b1;
        if ($isunknown(result_pre))
            valid_data = 1'b0;
        if (memtoreg && $isunknown(readdata))
            valid_data = 1'b0;
    end
    always_ff @(posedge clk or posedge reset) begin
        if (reset) begin
            for (int i = 0; i < 4; i++)
                last_values[i] <= 32'h0;
            value_index <= 2'b00;
        end else if (valid_data) begin
            last_values[value_index] <= result_pre;
            value_index <= value_index + 1;
        end
    end
    always_ff @(posedge clk or posedge reset) begin
        if (reset) begin
            wb_cycles <= 32'h0;
            mem_reads <= 32'h0;
            alu_uses <= 32'h0;
            current_time <= 64'd1711799553;  
        end else begin
            wb_cycles <= wb_cycles + 1;
            if (memtoreg && valid_data)
                mem_reads <= mem_reads + 1;
            else if (!memtoreg && valid_data)
                alu_uses <= alu_uses + 1;
            current_time <= current_time + 1;  
        end
    end
    assign result = valid_data ? result_pre : 32'h0;
    assign wb_valid = valid_data;
    assign timestamp = current_time;
endmodule
==> flow/run.sh <==
#!/bin/bash
# OpenROAD 26Q1-2900-gdf79404cd8, Yosys 0.63+post, stock flow scripts
make -C /OpenROAD-flow-scripts/flow DESIGN_CONFIG=/design/flow/config.mk WORK_HOME=/design/flow/orfs finish
==> flow/config.mk <==
export PLATFORM = sky130hd
export DESIGN_NAME = wb_stage
export DESIGN_NICKNAME = wb_stage
export VERILOG_FILES = /design/flow/design.v
export SDC_FILE = /design/flow/constraint.sdc
export NUM_CORES = 4
export LEC_CHECK = 1
export CORE_AREA = 10 10 168 168
export DIE_AREA = 0 0 178 178
==> flow/constraint.sdc <==
current_design wb_stage

set clk_period 10.5
set clk_io_pct 0.2

create_clock -name clk0 -period $clk_period [get_ports {clk}]

set non_clock_inputs [all_inputs -no_clocks]
set_input_delay [expr $clk_period * $clk_io_pct] -clock clk0 $non_clock_inputs
set_output_delay [expr $clk_period * $clk_io_pct] -clock clk0 [all_outputs]
==> impl_metrics.env <==
# flow metrics
export IMPL_drv_slew=0
export IMPL_clockBufferDepth=2
export IMPL_viasPerCell=3.65
export IMPL_xor_area_share_pct=15.0
export IMPL_synth_flops=96
export IMPL_drive_above_1_share_pct=8.99
export IMPL_cts_htree_levels=3
export IMPL_period_minus_slack_ps=3560
export IMPL_grt_pass1_vias=3612
export IMPL_async_flop_share_pct=100
export IMPL_hold_buffers=0
export IMPL_grt_overflow=0
export IMPL_warnings=90
export IMPL_crit_path_cell_trace="clkdlybuf4s50_1"
export IMPL_final_area_sq_um=6600
export IMPL_insertion_delay_ps=340
export IMPL_dp_slack_ps=6790
export IMPL_cts_tree="built"
export IMPL_die_h_um=178
export IMPL_worstMarginPinSlew_ps=617
export IMPL_cap_violations=0
export IMPL_ant_nets=0
export IMPL_critPathArrivalTime_ps=1460
export IMPL_min_to="current_time[63]"
export IMPL_row_count=57
export IMPL_powerDensity_nw_per_um2=116
export IMPL_gr_usage_all_layers_pct=7.97
export IMPL_finClkSkew_ps=11.6
export IMPL_finalClockPeriodUsage_pct=33.9
export IMPL_topCombFamilyByArea="simple AND/OR/NAND/NOR gates"
export IMPL_cts_resized=0
export IMPL_synth_area_sq_um=5380
export IMPL_critPathCaptureType="output pin"
export IMPL_yosysCellCount=513
export IMPL_hold_viol=0
export IMPL_first_pass_iters=4
export IMPL_syn_to_final_growth_pct=22.8
export IMPL_yosys_area_share_aoi_pct=0
export IMPL_post_dp_cell_area_sq_um=6250
export IMPL_cts_sinks=96
export IMPL_wl_um=13000
export IMPL_reg2reg_slack_ps=7850
export IMPL_slew_headroom_pct=58.8
export IMPL_cts_buffers_inserted=9
export IMPL_r2r_end="current_time[58]"
export IMPL_io_buffers=97
export IMPL_required_ps=8400
export IMPL_irDropWorstVdd_v=0.0000739
export IMPL_seq_area_frac_synth_pct=45.0
export IMPL_num_vias=3461
export IMPL_reg2reg_depth=6
export IMPL_cp_start_kind="flop"
export IMPL_critical_path_class="flop to output pin"
export IMPL_ys_warn_count=30
export IMPL_ff_type="dfrtp_1"
export IMPL_status="finished clean"
export IMPL_synthAdderAreaFrac_pct=0.465
export IMPL_ys_chip_area_sq_um=5380
export IMPL_finalPower_uw=763
export IMPL_ys_sh_mux_pct=0
export IMPL_avgSynthCellArea_sq_um=10.5
export IMPL_max_freq_ghz=0.281
export IMPL_ys_types=31
export IMPL_cpPeakStageDelay_ps=580
export IMPL_drtIter0Drc=257
export IMPL_critPathBufInv=1
export IMPL_gp_congestion=0.799
export IMPL_hold_ws_ps=470
export IMPL_synth_edff_count=0
export IMPL_tns_ps=0
export IMPL_initCoreUtil_pct=22.0
export IMPL_drcViolationCount=0
export IMPL_whs_path_depth=1
export IMPL_p_leak_uw=0.00306
export IMPL_synth_cells=513
export IMPL_root_buffer="clkbuf_16"
export IMPL_antenna_found_initial=0
export IMPL_antenna_cells=0
export IMPL_core_area_sq_um=24500
export IMPL_post_cts_buffers=0
export IMPL_holdCritStartpoint="current_time[63]"
export IMPL_simple_gate_area_share_pct=19.8
export IMPL_dp_hpwl_um=10300
export IMPL_top_level_ports=292
export IMPL_grt_setup_unrepaired="false"
export IMPL_wl_per_cell_um=13.8
export IMPL_fillers=2518
export IMPL_chipArea_sq_um=31700
export IMPL_critPathSlowestCell="dfstp_2"
export IMPL_hp_class="flop to flop"
export IMPL_die_x_um=178
export IMPL_setup_ws_ps=6940
export IMPL_r2r_start="current_time[0]"
export IMPL_path_clk_slew_ps=70
export IMPL_grt_pass1_wl_um=20100
export IMPL_crit_path_max_fanout=5
export IMPL_grt_max_degree=50
export IMPL_setup_viol_count_final=0
export IMPL_cp_top_family="flip-flops"
[layout make-up]
type	instances	area [sq um]	area share, %
clock buffer	9	225	3.41
clock inverter	7	124	1.88
inverter	15	58.8	0.891
multi-input combinational	397	2380	36.1
sequential	96	2420	36.7
tap	324	405	6.14
timing repair buffer	99	986	14.9
[where the power goes]
group / internal, uW / leakage [uW] / switching [uW]
clock: 236 / 0.000172 / 147
combinational: 0.644 / 0.00162 / 10.2
sequential: 370 / 0.00127 / 0
total: 606 / 0.00306 / 157
[worst max-delay path by stage]
stage / from / to / depth (start not counted)
final: current_time[25] / timestamp[25] / 1
after global routing: current_time[8] / timestamp[8] / 1
after CTS: current_time[8] / timestamp[8] / 1
[per-layer routing]
layer	up-vias	track usage, %	part of all wire [%]
met4	0	0.695	0.65
met5	-	0	0
met3	5	4.10	12
met1	1655	10.6	43
met2	137	12.0	44
li1	1664	-	-
[cell families (layout without fill, tap and decap cells)]
family | after synthesis | after routing
flip-flops | 96 | 96
AND/OR/NAND/NOR | 174 | 174
buffers and inverters | 148 | 130
adder cells (fa/ha/maj) | 2 | 2
XOR/XNOR | 92 | 92
other | 1 | 129
[metrics by stage]
step	util [%]	std cells
final	27.0	947
after detailed placement	25.6	931
after floorplan	-	641
after global placement	25.6	931
after global routing	27.0	947
after CTS	27.0	947
[registers in the layout, summed over array words and instances (netlist names)]
| signal | cells |
|---|---|
| wb_cycles | 32 |
| current_time | 64 |
[placed cells by master, fill, tap and decap left out, types with 2 or more instances in the layout]
master             n
conb_1           129
clkdlybuf4s50_1   97
dfrtp_1           81
xnor2_1           47
xor2_1            45
nand3_1           31
nand2_1           31
nor2_1            26
nand4_1           25
dfstp_2           15
inv_1             14
nor4_1            12
and3_1             9
nor3_1             9
clkbuf_16          9
nor3_2             7
and4_1             5
nand4_2            4
nor4_4             4
bufinv_16          3
nand2_2            2
ha_1               2
inv_6              2
buf_4              2
[cell usage after synthesis, types with 5 or more instances]
library cell | instances | area share, %
nor3_1 | 9 | 0.84
and3_1 | 9 | 1.0
nor3_2 | 7 | 1.3
dfstp_2 | 15 | 7.3
inv_1 | 15 | 1.0
nand2_1 | 31 | 2.2
dfrtp_1 | 81 | 38
and4_1 | 5 | 0.81
nor4_1 | 12 | 1.4
buf_4 | 129 | 18
xor2_1 | 45 | 7.3
nor2_1 | 26 | 1.8
xnor2_1 | 47 | 7.7
nand3_1 | 31 | 2.9
nand4_1 | 25 | 2.9
Power and IR drop assume default switching activity.
