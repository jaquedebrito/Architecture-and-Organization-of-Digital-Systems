`/design/flow/config.mk`:
```
export PLATFORM = sky130hd
export DESIGN_NAME = mem_wb_reg
export DESIGN_NICKNAME = mem_wb_reg
export VERILOG_FILES = /design/flow/design.v
export SDC_FILE = /design/flow/constraint.sdc
export NUM_CORES = 4
export LEC_CHECK = 1
export CORE_AREA = 10 10 156 156
export DIE_AREA = 0 0 166 166
```
`/design/flow/constraint.sdc`:
```
current_design mem_wb_reg

set clk_period 14.0
set clk_io_pct 0.2

create_clock -name clk0 -period $clk_period [get_ports {clk}]

set non_clock_inputs [all_inputs -no_clocks]
set_input_delay [expr $clk_period * $clk_io_pct] -clock clk0 $non_clock_inputs
set_output_delay [expr $clk_period * $clk_io_pct] -clock clk0 [all_outputs]
```
`/design/flow/design.v`:
```
package types_pkg;
    typedef enum logic[1:0] {
        PROC_NORMAL = 2'b00,
        PROC_STALL  = 2'b01,
        PROC_FLUSH  = 2'b10,
        PROC_ERROR  = 2'b11
    } proc_state_t;
endpackage
module mem_wb_reg (
    input  logic        clk, reset,
    input  logic [31:0] readdata_in,
    input  logic [31:0] ULAout_in,
    input  logic [4:0]  write_reg_in,
    input  logic        regwrite_in, memtoreg_in,
    output logic [31:0] readdata_out,
    output logic [31:0] ULAout_out,
    output logic [4:0]  write_reg_out,
    output logic        regwrite_out, memtoreg_out,
    output logic [31:0] wb_count,            
    output logic [31:0] mem_read_count,      
    output logic [31:0] alu_result_count,    
    output logic [1:0]  reg_status,          
    output logic        data_valid,          
    output logic [63:0] last_update_time     
);
    typedef enum logic[1:0] {
        REG_NORMAL = 2'b00,
        REG_MEM_READ = 2'b01,
        REG_ALU_RESULT = 2'b10,
        REG_ERROR = 2'b11
    } reg_state_t;
    reg_state_t  current_state;
    logic [63:0] current_time;
    logic        valid_data;
    logic [31:0] last_valid_data;
    initial current_time = 64'd1711799935;  
    always_comb begin
        valid_data = 1'b1;
        if (memtoreg_in && $isunknown(readdata_in))
            valid_data = 1'b0;
        if (!memtoreg_in && $isunknown(ULAout_in))
            valid_data = 1'b0;
        if ($isunknown(write_reg_in))
            valid_data = 1'b0;
    end
    always_ff @(posedge clk or posedge reset) begin
        if (reset) begin
            readdata_out <= 32'b0;
            ULAout_out <= 32'b0;
            write_reg_out <= 5'b0;
            regwrite_out <= 1'b0;
            memtoreg_out <= 1'b0;
            current_state <= REG_NORMAL;
            current_time <= 64'd1711799935;  
            last_valid_data <= 32'b0;
        end
        else begin
            if (valid_data) begin
                readdata_out <= readdata_in;
                ULAout_out <= ULAout_in;
                write_reg_out <= write_reg_in;
                regwrite_out <= regwrite_in;
                memtoreg_out <= memtoreg_in;
                current_state <= memtoreg_in ? REG_MEM_READ : REG_ALU_RESULT;
                last_valid_data <= memtoreg_in ? readdata_in : ULAout_in;
            end else begin
                current_state <= REG_ERROR;
            end
            current_time <= current_time + 1;
        end
    end
    always_ff @(posedge clk or posedge reset) begin
        if (reset) begin
            wb_count <= 32'h0;
            mem_read_count <= 32'h0;
            alu_result_count <= 32'h0;
        end else if (valid_data && regwrite_in) begin
            wb_count <= wb_count + 1;
            if (memtoreg_in)
                mem_read_count <= mem_read_count + 1;
            else
                alu_result_count <= alu_result_count + 1;
        end
    end
    assign reg_status = current_state;
    assign data_valid = valid_data;
    assign last_update_time = current_time;
endmodule
```
`/design/flow/run.sh`:
```
#!/bin/bash
# OpenROAD 26Q1-2900-gdf79404cd8, Yosys 0.63+post, stock flow scripts
make -C /OpenROAD-flow-scripts/flow DESIGN_CONFIG=/design/flow/config.mk WORK_HOME=/design/flow/orfs finish
```
==> impl_results.html <==
<h3>Flow metrics</h3>
<table>
<tr><th>Metric</th><th>Value</th></tr>
<tr><th colspan="2">Cells and area</th></tr>
<tr><td>Fraction of final layout cells sized beyond drive strength 1</td><td>0.0935</td></tr>
<tr><td>Final core occ</td><td>0.239</td></tr>
<tr><td>Post-route insts no fill</td><td>~800</td></tr>
<tr><td>P&amp;R area growth vs syn</td><td>15.7%</td></tr>
<tr><th colspan="2">Synth</th></tr>
<tr><td>Post-synth area hogs</td><td>buf_4, dfrtp_1, dfstp_2</td></tr>
<tr><td>Aoi share</td><td>0</td></tr>
<tr><td>Adder-cell share of the synthesized area</td><td>0.00288</td></tr>
<tr><td>Biggest area consumer among synthesized cells</td><td>buf_4</td></tr>
<tr><td>Number of warnings reported in the yosys synthesis log</td><td>1</td></tr>
<tr><td>Fraction of synthesized cell area taken by the top area cell type</td><td>0.292</td></tr>
<tr><td>Proportion of register bits with asynchronous set or reset after synthesis</td><td>1.00</td></tr>
<tr><td>Instance tally after logic synthesis</td><td>between 400 and 500</td></tr>
<tr><td>Number of enable flip-flop cells</td><td>0</td></tr>
<tr><td>XOR-XNOR Cells, Area Fraction</td><td>0.125</td></tr>
<tr><td>Syn_area_per_cell</td><td>approximately 9.7 sq um</td></tr>
<tr><td>Unique cell type count in the Yosys netlist</td><td>30</td></tr>
<tr><td>Flip-flop and latch count after synthesis</td><td>roughly 65</td></tr>
<tr><td>Dominant Register Cell</td><td>dfrtp_1</td></tr>
<tr><td>Main logic family after synthesis</td><td>buffers and inverters</td></tr>
<tr><td>Post-synthesis simple-gate area fraction</td><td>0.181</td></tr>
<tr><td>Post-synthesis mux area share</td><td>0</td></tr>
<tr><td>Area figure in the yosys stat output</td><td>between 4000 and 5000 sq um</td></tr>
<tr><td>Post-synthesis cell count from yosys</td><td>approximately 450</td></tr>
<tr><td>Cell area after synthesis</td><td>~4300 sq um</td></tr>
<tr><td>Register share after synthesis</td><td>0.381</td></tr>
<tr><th colspan="2">Drt</th></tr>
<tr><td>Routed via count</td><td>about 2800</td></tr>
<tr><td>Inserted Diodes</td><td>0</td></tr>
<tr><td>WL/cell</td><td>roughly 14 um</td></tr>
<tr><td>Initial detailed-routing violation count</td><td>around 130</td></tr>
<tr><td>Final routed DRC violation total</td><td>0</td></tr>
<tr><td>Number of nets with antenna violations after routing</td><td>0</td></tr>
<tr><td>Total iterations of the first detailed-routing run</td><td>4</td></tr>
<tr><td>Via-to-Cell Ratio</td><td>around 3.6</td></tr>
<tr><td>Routed Wire Length</td><td>between 10000 and 15000 um</td></tr>
<tr><th colspan="2">Placement</th></tr>
<tr><td>Routability congestion estimate</td><td>0.855</td></tr>
<tr><td>Number of placed cells counting well taps</td><td>a little under 800</td></tr>
<tr><td>Post-DP HPWL</td><td>approximately 8900 um</td></tr>
<tr><td>Port Buffers</td><td>between 60 and 70</td></tr>
<tr><td>Setup slack at placement</td><td>9.72 ns</td></tr>
<tr><th colspan="2">GRT</th></tr>
<tr><td>Via count of the first global-routing pass</td><td>~3000</td></tr>
<tr><td>Global-route wire length before repair</td><td>approximately 17000 um</td></tr>
<tr><td>Largest net degree at the start of global routing</td><td>39</td></tr>
<tr><td>Total global routing track utilization</td><td>0.0736</td></tr>
<tr><td>Antenna violations before repair</td><td>0</td></tr>
<tr><td>Total congestion overflow after global routing</td><td>0</td></tr>
<tr><th colspan="2">Critical path</th></tr>
<tr><td>Logic depth of the worst register-to-register path</td><td>6</td></tr>
<tr><td>Series of cell instances along the critical path</td><td>clkdlybuf4s50_1</td></tr>
<tr><td>Bufs and invs on worst path</td><td>1</td></tr>
<tr><td>Crit start category</td><td>flop</td></tr>
<tr><td>Worst EP arrival</td><td>1.46 ns</td></tr>
<tr><td>Max incr delay on CP</td><td>between 0.6 and 0.7 ns</td></tr>
<tr><td>Type of the worst setup path</td><td>reg2out</td></tr>
<tr><td>Crit path DRT</td><td>around 11 ns</td></tr>
<tr><td>Peak fanout along the critical path</td><td>6</td></tr>
<tr><td>Endpoint type of the worst setup path</td><td>output port</td></tr>
<tr><td>Kind of cell adding the most delay to the critical path</td><td>flip-flops</td></tr>
<tr><td>Max stage delay cell, worst path</td><td>dfstp_2</td></tr>
<tr><td>Number of gates on the worst path with buffers counted</td><td>1</td></tr>
<tr><th colspan="2">Floorplanning</th></tr>
<tr><td>Effective utilization at floorplan</td><td>0.206</td></tr>
<tr><td>Width of the die</td><td>~170 um</td></tr>
<tr><td>Placeable core region</td><td>roughly 21000 sq um</td></tr>
<tr><td>Die Span Y</td><td>around 170 um</td></tr>
<tr><td>Num ports</td><td>~300</td></tr>
<tr><td>Area enclosed by the die boundary</td><td>approximately 28000 sq um</td></tr>
<tr><td>Count of standard-cell rows</td><td>53</td></tr>
<tr><th colspan="2">Timing</th></tr>
<tr><td>Relative max-transition margin</td><td>0.478</td></tr>
<tr><td>Part of the cycle the worst path needs</td><td>0.304</td></tr>
<tr><td>Setup Viol. Count Final</td><td>0</td></tr>
<tr><td>Hold Slack</td><td>about 0.46 ns</td></tr>
<tr><td>Shortest clock period the worst path allows after layout</td><td>4.26 ns</td></tr>
<tr><td>Final Hold Vio Count</td><td>0</td></tr>
<tr><td>Least-Margin Pin Slew</td><td>between 0.7 and 0.8 ns</td></tr>
<tr><td>Setup Skew</td><td>0.00902 ns</td></tr>
<tr><td>Fin Setup TNS</td><td>0 ns</td></tr>
<tr><td>Final slew viol count</td><td>0</td></tr>
<tr><td>RSZ-0062 raised after global routing</td><td>no</td></tr>
<tr><td>Fmax</td><td>approximately 230 MHz</td></tr>
<tr><td>Final worst-path setup slack</td><td>slightly below 10 ns</td></tr>
<tr><th colspan="2">Worst hold path</th></tr>
<tr><td>Number of instances on the worst hold path</td><td>1</td></tr>
<tr><td>Kind of path behind the tightest hold check</td><td>reg2reg</td></tr>
<tr><th colspan="2">Clock tree</th></tr>
<tr><td>Post-cts hold buffer count</td><td>0</td></tr>
<tr><td>CTS clock-pin slew for the worst setup and hold paths</td><td>0.05 ns</td></tr>
<tr><td>Htree depth</td><td>3</td></tr>
<tr><td>CTS resizes</td><td>0</td></tr>
<tr><td>Sink count of the clock tree</td><td>between 60 and 70</td></tr>
<tr><td>Setup bufs post-CTS</td><td>0</td></tr>
<tr><td>Total CTS buffers</td><td>9</td></tr>
<tr><td>Clock Latency Late Sink</td><td>0.33 ns</td></tr>
<tr><td>Clock tree root driver cell</td><td>clkbuf_16</td></tr>
<tr><td>Buffer levels on the longest clock path</td><td>2</td></tr>
<tr><td>TritonCTS clock tree</td><td>done</td></tr>
<tr><th colspan="2">Flow run</th></tr>
<tr><td>OpenROAD warnings</td><td>roughly 96</td></tr>
<tr><td>MaxCap Viol Count</td><td>0</td></tr>
<tr><th colspan="2">Power and ir drop</th></tr>
<tr><td>Part of the power in the clock network</td><td>0.554</td></tr>
<tr><td>Sequential power share</td><td>0.429</td></tr>
<tr><td>Combinational Power Share</td><td>0.018</td></tr>
<tr><td>Sw Ratio</td><td>0.211</td></tr>
<tr><td>Psw</td><td>between 90 and 100 uW</td></tr>
<tr><td>Internal power</td><td>around 350 uW</td></tr>
<tr><td>Worst voltage drop across the vdd grid</td><td>a little under 50 uV</td></tr>
<tr><td>Leakage component of the power</td><td>0.00233 uW</td></tr>
<tr><td>Power density cells</td><td>87.6 nW/um^2</td></tr>
<tr><th colspan="2">Status</th></tr>
<tr><td>Result of the run</td><td>completed</td></tr>
</table>
## synth_stat cells (3+ instances only)
cell	count
inv_1	8
nor3b_1	3
and3_1	4
nand2_1	22
dfstp_2	21
and4_1	10
xor2_1	33
nand3_1	24
nor4_1	5
nor3_1	18
xnor2_1	29
or3_1	3
buf_4	169
nand4_1	19
nor2_1	15
dfrtp_1	44
## layout by cell type (no fill, tap or decap), types with 2 or more instances in the layout
master           count
and3_1               4
nor2_1              15
xor2_1              33
inv_1                7
dfrtp_1             44
nand3_1             24
clkdlybuf4s50_1     67
dfstp_2             21
inv_6                2
nor4_4               2
buf_4                2
conb_1             169
clkbuf_16            9
nor4_1               5
bufinv_16            2
clkinv_4             2
nand2_1             22
or3_1                3
xnor2_1             29
nand4_2              2
and4_1              10
nor3b_1              3
nand4_1             19
nor3_1              18
## area by class of cell
type                            instances  area, sq um
Tap cell                              275          344
Inverter                                8         30.0
Fill cell                            2241        16000
Timing Repair Buffer                   69          686
Clock buffer                            9          225
Sequential cell                        65         1650
Clock inverter                          7          103
Multi-Input combinational cell        366         1980
## state kept, by name, indices dropped and copies added, names as in the netlist
name	flops
current_time	64
current_state	1
## power by group through the flow
stage	Clock [uW]	Combinational, uW	Sequential, uW
after CTS	251	9.50	188
after global routing	258	11.3	188
final	244	7.79	188
## stage by stage
step | total power (uW) | area (sq um)
final | 440 | 5020
after global routing | 457 | 5020
after CTS | 449 | 5020
after detailed placement | 201 | 4690
after global placement | 201 | 4690
after floorplan | 228 | 4960
## worst register-to-register path: stages (launching register included)
cell and delay, ns:
dfstp_2 0.58, ha_1 0.21, and3_1 0.23, nand4_1 0.24, or4b_1 0.69, or3_1 0.38, xnor2_1 0.13
## layer usage
| layer | vias to the layer above | track usage | share of wire |
|---|---|---|---|
| met5 | - | 0 | 0 |
| met4 | 0 | 0.00809 | 0.010 |
| met3 | 10 | 0.0293 | 0.081 |
| met2 | 157 | 0.115 | 0.47 |
| met1 | 1379 | 0.0972 | 0.43 |
| li1 | 1296 | - | - |
## worst paths after layout
kind	end	start	slack [ns]
min in group asynchronous	current_time[45]$_DFF_PP0_	reset	2.92
max in group asynchronous	current_time[0]$_DFF_PP1_	reset	10.12
hold reg to reg	current_time[63]$_DFF_PP0_	current_time[63]$_DFF_PP0_	0.46
setup / recovery	last_update_time[25]	current_time[25]$_DFF_PP1_	9.74
setup reg to reg	current_time[50]$_DFF_PP0_	current_time[0]$_DFF_PP1_	11.44
hold / removal	current_time[63]$_DFF_PP0_	current_time[63]$_DFF_PP0_	0.46
## kinds of logic (layout without fill, tap and decap cells)
| kind of cell | after synthesis | after routing |
|---|---|---|
| buffers and inverters | 182 | 93 |
| other | 2 | 169 |
| AND/OR/NAND/NOR | 134 | 134 |
| flip-flops | 65 | 65 |
| XOR/XNOR | 62 | 62 |
| adder cells (fa/ha/maj) | 1 | 1 |
Power figures rest on the tool's default switching activity, not on a simulated workload.
