**/design/flow/run.sh**
```bash
#!/bin/bash
# OpenROAD 26Q1-2900-gdf79404cd8, Yosys 0.63+post, stock flow scripts
make -C /OpenROAD-flow-scripts/flow DESIGN_CONFIG=/design/flow/config.mk WORK_HOME=/design/flow/orfs finish
```
**/design/flow/config.mk**
```make
export PLATFORM = sky130hd
export DESIGN_NAME = id_stage
export DESIGN_NICKNAME = id_stage
export VERILOG_FILES = /design/flow/design.v
export SDC_FILE = /design/flow/constraint.sdc
export NUM_CORES = 4
export LEC_CHECK = 1
export CORE_UTILIZATION = 40
export SYNTH_HDL_FRONTEND = slang
```
**/design/flow/constraint.sdc**
```tcl
current_design id_stage

set clk_period 12.0
set clk_io_pct 0.2

create_clock -name clk0 -period $clk_period [get_ports {clk}]

set non_clock_inputs [all_inputs -no_clocks]
set_input_delay [expr $clk_period * $clk_io_pct] -clock clk0 $non_clock_inputs
set_output_delay [expr $clk_period * $clk_io_pct] -clock clk0 [all_outputs]
```
**/design/flow/design.v**
```verilog
package types_pkg;
    typedef enum logic[1:0] {
        PROC_NORMAL = 2'b00,
        PROC_STALL  = 2'b01,
        PROC_FLUSH  = 2'b10,
        PROC_ERROR  = 2'b11
    } proc_state_t;
endpackage
module id_stage (
    input  logic        clk, reset,        
    input  logic        stall, flush,         
    input  logic [31:0] instr,
    input  logic [31:0] pc_plus4,
    input  logic        regwrite_wb,
    input  logic [4:0]  write_reg_wb,
    input  logic [31:0] result_wb,
    input  logic [31:0] alu_out_mem,
    input  logic [1:0]  forward_a,
    input  logic [1:0]  forward_b,
    input  logic [1:0]  forward_a_id,
    input  logic [1:0]  forward_b_id,
    output logic [31:0] reg_data1, reg_data2,
    output logic [31:0] signimm,
    output logic [4:0]  rs, rt, rd,
    output logic        is_branch,
    output logic        branch_taken,
    output logic [31:0] branch_target_early,
    output logic        branch_detected,
    output logic        early_compare_result,
    output logic [31:0] forward_cycles,       
    output logic        branch_stall_needed   
);
    logic [31:0] comp_op1, comp_op2;          
    logic [31:0] compare_a, compare_b;        
    logic        valid_comparison;            
    logic [31:0] forward_count;
    regfile rf(
        .clk(clk),
        .we3(regwrite_wb && !stall),     
        .ra1(instr[25:21]),
        .ra2(instr[20:16]),
        .wa3(write_reg_wb),
        .wd3(result_wb),
        .rd1(reg_data1),
        .rd2(reg_data2),
        .read_count(instruction_count),      
        .write_count(instruction_count),     
        .error_count(hazard_count),          
        .reg_status(pipeline_status),        
        .last_access_time(last_update_time)  
    );
    signext se(
        .a(instr[15:0]),
        .y(signimm)
    );
    assign rs = (instr[31:26] == 6'b0) ? instr[25:21] : 5'b0;
    assign rt = (instr[31:26] == 6'b0) ? instr[20:16] : 5'b0;
    assign rd = (instr[31:26] == 6'b0) ? instr[15:11] : 5'b0;
    always_comb begin
        is_branch = (instr[31:26] == 6'b000100);
        branch_target_early = pc_plus4 + (signimm << 2);
        unique case (forward_a_id)
            2'b00: comp_op1 = reg_data1;
            2'b01: comp_op1 = alu_out_mem;
            2'b10: comp_op1 = result_wb;
            default: comp_op1 = reg_data1;
        endcase
        unique case (forward_b_id)
            2'b00: comp_op2 = reg_data2;
            2'b01: comp_op2 = alu_out_mem;
            2'b10: comp_op2 = result_wb;
            default: comp_op2 = reg_data2;
        endcase
        unique case(forward_a)
            2'b00: compare_a = reg_data1;
            2'b01: compare_a = alu_out_mem;
            2'b10: compare_a = result_wb;
            default: compare_a = reg_data1;
        endcase
        unique case(forward_b)
            2'b00: compare_b = reg_data2;
            2'b01: compare_b = alu_out_mem;
            2'b10: compare_b = result_wb;
            default: compare_b = reg_data2;
        endcase
        valid_comparison = !(forward_a_id[1] && forward_b_id[1]);
        early_compare_result = valid_comparison && (comp_op1 == comp_op2);
    end
    assign branch_detected = is_branch;
    assign branch_taken = is_branch && early_compare_result;
    assign branch_stall_needed = is_branch && !valid_comparison;
    always_ff @(posedge clk or posedge reset) begin
        if (reset)
            forward_count <= 32'h0;
        else if (!stall)
            forward_count <= forward_count + 
                           (|forward_a_id) + 
                           (|forward_b_id) + 
                           (|forward_a) + 
                           (|forward_b);
    end
    assign forward_cycles = forward_count;
endmodule
module regfile (
    input  logic        clk,
    input  logic        we3,
    input  logic [4:0]  ra1, ra2,
    input  logic [4:0]  wa3,
    input  logic [31:0] wd3,
    output logic [31:0] rd1, rd2,
    output logic [31:0] read_count,      
    output logic [31:0] write_count,     
    output logic [31:0] error_count,     
    output logic [1:0]  reg_status,      
    output logic [63:0] last_access_time  
);
    logic [31:0] rf[31:0];
    typedef enum logic[1:0] {
        REG_NORMAL = 2'b00,
        REG_READ   = 2'b01,
        REG_WRITE  = 2'b10,
        REG_ERROR  = 2'b11
    } reg_state_t;
    reg_state_t current_state;
    logic [63:0] current_time;
    logic        access_error;
    logic [31:0] access_count[32];   
    initial begin
        current_time = 64'd1711801916;  
        current_state = REG_NORMAL;
        read_count = 32'h0;
        write_count = 32'h0;
        error_count = 32'h0;
        for (int i = 0; i < 32; i++) begin
            rf[i] = 32'h0;
            access_count[i] = 32'h0;
        end
    end
    always_comb begin
        access_error = 1'b0;
        if (we3 && wa3 == 5'b0)
            access_error = 1'b1;
        if (ra1 >= 32 || ra2 >= 32 || wa3 >= 32)
            access_error = 1'b1;
    end
    always_ff @(posedge clk) begin
        if (we3 && !access_error) begin
            if (wa3 != 0) begin
                rf[wa3] <= wd3;
                access_count[wa3] <= access_count[wa3] + 1;
                write_count <= write_count + 1;
                current_state <= REG_WRITE;
            end
        end
        if (access_error)
            error_count <= error_count + 1;
        current_time <= current_time + 1;
    end
    always_comb begin
        if (ra1 == 0)
            rd1 = 32'h0;
        else if (!access_error)
            rd1 = rf[ra1];
        else
            rd1 = 32'h0;
        if (ra2 == 0)
            rd2 = 32'h0;
        else if (!access_error)
            rd2 = rf[ra2];
        else
            rd2 = 32'h0;
        if (!access_error && (ra1 != 0 || ra2 != 0)) begin
            read_count = read_count + 1;
            current_state = REG_READ;
        end
    end
    assign reg_status = current_state;
    assign last_access_time = current_time;
endmodule
module signext(
    input  logic [15:0] a,   
    output logic [31:0] y    
);
    assign y = {{16{a[15]}}, a};
endmodule
```
==> out/metrics.cfg <==
[power]
switching_share=0.251
pwr_density_cell_nw_per_um2=140
peakVddDrop_mv=0.121
netSwitchingPower_mw=2.19
power.share.combinational=0.140
power.internal_mw=6.52
sequentialPowerShare=0.473
power.static_leakage_nw=20.3
clkPwrFrac=0.387

[min_path]
holdPathEnd=forward_cycles[31]$_DFFE_PP0N_
min-delay-start=forward_cycles[31]$_DFFE_PP0N_
hold-path-cell-count=1
hp-class=register to register

[clock_network]
number_of_gates_resized_after_cts=0
cts_setup_buffers=0
clock_insertion_delay_worst_skew_ns=0.72
clockBufferDepth=3
root_buffer=clkbuf_16
tritoncts.num_buffers=108
clock_tree_from_tritoncts=yes
clk_pin_slew_ns=0.06
tritoncts_num_sinks=1056
cts-hold-fix-buffers=0
htree_levels=3

[sta]
min_period_over_period=0.841
finalSetupViolations=0
worst_slew_margin_rel=0.384
rsz0062_at_grt=false
final_hold_viol_count=0
clock_skew_ns=0.0130
finalSetupTns_ns=0
fin_crit_ns=10.09
final-max-slew-violation-count=0
achievable-frequency_mhz=99.1
worst_slew_pin_slew_ns=0.924

[logic_synthesis]
total_standard_cell_area_after_synthesis_um2=53200
netlist-cell-type-count=86
ys_async_sr_fraction=0.0303
postSynthAreaPerCell_um2=17.0
flop_cell=edfxtp_1
synth_flops=1056
chip_area_estimate_from_yosys_synthesis_um2=53200
enable_flop_cells=1024
ys_cells=3128
yosysWarnings=0
synth_seq_share=0.593
syn-instance-count=3128

[critical_path]
worst_setup_path_end_kind=output port
path_class=input pin to output port
startpoint_type=input pin
rr_endpoint=forward_cycles[28]$_DFFE_PP0N_
worst_r2r_path_depth=11
rrSetupSlack_ns=8.75
critPathMaxFanout=27
worst-endpoint-required_ns=9.60
worst_r2r_startpoint=forward_cycles[0]$_DFFE_PP0N_
worst-endpoint-arrival_ns=7.69

[layout]
most_common_cell_after_layout_fill_and_taps_aside=edfxtp_1
register_area_um2=31600
final-comb-area_um2=20200
finalNonFillerCells=5360
fill_cells=11000
area_growth_syn_to_layout_pct=16.9
final_core_utilization=0.472
top_library_cells_by_usage_in_the_layout_fill_and_taps_aside=1,024 x edfxtp_1, 492 x mux4_2, 310 x clkdlybuf4s50_1
drive_above_1_share=0.254

[placed_design]
dp.final_hpwl_mm=125
finalWeightedCongestion=0.983
placement.io_buffers=320
placed_cells=5151

[route]
detailedRoute.firstIterationViolations=2783
detail_route.wl_per_cell_um=36.3
drcViolationCount=0
antenna_left=0
first_pass_iters=6
via_density=6.39
num_vias=34300
routed_wirelength_mm=194

[global_routing]
grt_pass1_vias=36500
wire_length_of_the_first_global_routing_pass_mm=271
groute.usage.overall=0.316
initial_antenna_violation_count=15
globalRoute.totalOverflow=0
grt_max_degree=71

[floorplan]
io_pins=326
die_area_um2=134000
floorplanUtilization=0.404
core_area_um2=132000
die_width_um=367
fp-row-count=133
die.size.y_um=367

[flow_run]
timing.max_cap.violations=0
openroad.warnings=31

[outcome]
status=finished clean

## worst max-delay path by stage
stage | startpoint | end | slack [ns] | depth (start not counted)
after CTS | instr[21] | early_compare_result | 1.92 | 13
after global routing | instr[21] | early_compare_result | 1.48 | 13
final | forward_a_id[1] | branch_taken | 1.91 | 14
## metrics by stage
stage	hold WS (ns)	power (mW)	setup slack (ns)	instance area, um^2
after detailed placement	0.479	5.39	1.94	58700
after CTS	0.487	8.73	1.92	62200
after global routing	0.516	8.94	1.48	62200
after floorplan	0.424	4.82	4.83	53300
after global placement	0.464	5.39	1.94	58700
final	0.479	8.71	1.91	62200
## sequential cells by signal, indices dropped and copies added, names as in the netlist
| name | cells |
|---|---|
| forward_cycles | 32 |
| rf.rf | 1024 |
## layout make-up
class                           instances  area share
Tap cell                             1755      0.0353
Clock buffer                          134      0.0461
Multi-Input combinational cell       1816       0.325
Antenna cell                           10    0.000402
Sequential cell                      1056       0.507
Inverter                               34     0.00207
Clock inverter                         65     0.00994
Timing Repair Buffer                  490      0.0734
## per-layer routing
layer	wire length (um)	GRT usage
met1	57900	0.343
met2	87600	0.448
met3	38300	0.266
met4	10000	0.123
met5	506	0.0321
## power by group through the flow
stage                 Sequential, mW  Combinational, mW  Clock (mW)
after global routing            4.13               1.28        3.53
final                           4.12               1.22        3.37
after CTS                       4.12               1.20        3.41
## logic make-up (layout without fill, tap and decap cells)
logic type / count (synthesis) / in the layout / share of synthesized area
AOI/OAI and AO/OA: 524 / 524 / 0.0690
xor gates and xnor gates: 87 / 87 / 0.0143
adders and majority gates: 40 / 40 / 0.00997
buffers and inverters: 287 / 723 / 0.0340
DFF: 1056 / 1056 / 0.593
muxes: 642 / 642 / 0.237
other: 1 / 42 / 0.0000705
and+or+nand+nor: 491 / 491 / 0.0426
## worst max-delay path: stages
cell             delay [ns]
clkdlybuf4s50_1        0.53
inv_1                  0.09
ha_2                   0.49
clkinv_1               0.10
buf_4                  0.51
nand2_1                0.55
o211ai_2               0.31
xor2_1                 0.46
nand4_1                0.15
nor4_1                 0.30
buf_4                  0.20
nand4_1                0.19
nor4_2                 0.76
clkdlybuf4s50_1        0.62
## Yosys cell counts (15+ instances only)
cell type | number | share of area
mux2i_1 | 132 | 0.025
a21oi_1 | 100 | 0.0094
a22oi_1 | 102 | 0.014
ha_1 | 36 | 0.0085
nand3_1 | 27 | 0.0025
clkbuf_1 | 58 | 0.0041
o22ai_1 | 64 | 0.0075
mux4_2 | 492 | 0.21
buf_6 | 33 | 0.0070
xor2_1 | 33 | 0.0054
inv_1 | 29 | 0.0020
nor2_1 | 181 | 0.013
nor2b_1 | 21 | 0.0025
edfxtp_1 | 1024 | 0.58
a211oi_1 | 17 | 0.0024
xnor2_1 | 54 | 0.0089
buf_2 | 60 | 0.0056
a22o_1 | 36 | 0.0059
mux2_2 | 17 | 0.0036
buf_4 | 81 | 0.011
and2_1 | 15 | 0.0018
nand2_1 | 127 | 0.0090
dfrtp_1 | 32 | 0.015
nor3_1 | 38 | 0.0036
a221oi_1 | 24 | 0.0040
o21ai_0 | 62 | 0.0058
Power and IR drop assume default switching activity.
