**/design/flow/design.v**
```verilog
package types_pkg;
    typedef enum logic[1:0] {
        PROC_NORMAL = 2'b00,
        PROC_STALL  = 2'b01,
        PROC_FLUSH  = 2'b10,
        PROC_ERROR  = 2'b11
    } proc_state_t;
endpackage
module ex_mem_reg (
    input  logic        clk, reset,
    input  logic [31:0] ULAout_in,
    input  logic [31:0] write_data_in,
    input  logic        zero_in,
    input  logic [31:0] pc_branch_in,
    input  logic [4:0]  write_reg_in,
    input  logic        regwrite_in, memtoreg_in,
    input  logic        memwrite_in, memread_in,
    input  logic        branch_in,
    output logic [31:0] ULAout_out,
    output logic [31:0] write_data_out,
    output logic        zero_out,
    output logic [31:0] pc_branch_out,
    output logic [4:0]  write_reg_out,
    output logic        regwrite_out, memtoreg_out,
    output logic        memwrite_out, memread_out,
    output logic        branch_out,
    output logic [31:0] transfer_count,       
    output logic [31:0] branch_count,         
    output logic [31:0] mem_access_count,     
    output logic [1:0]  reg_status,           
    output logic        data_valid,           
    output logic [63:0] last_update_time      
);
    typedef enum logic[1:0] {
        REG_NORMAL = 2'b00,
        REG_HAZARD = 2'b01,
        REG_ERROR  = 2'b10,
        REG_IDLE   = 2'b11
    } reg_state_t;
    reg_state_t  current_state;
    logic [63:0] current_time;
    logic        hazard_detected;
    logic [31:0] last_valid_ULAout;
    initial current_time = 64'd1711799860;  
    always_comb begin
        hazard_detected = 1'b0;
        data_valid = 1'b1;
        if ($isunknown(ULAout_in) || $isunknown(write_data_in))
            data_valid = 1'b0;
        if (memread_in && memwrite_in)
            hazard_detected = 1'b1;
    end
    always_ff @(posedge clk or posedge reset) begin
        if (reset) begin
            ULAout_out <= 32'b0;
            write_data_out <= 32'b0;
            zero_out <= 1'b0;
            pc_branch_out <= 32'b0;
            write_reg_out <= 5'b0;
            regwrite_out <= 1'b0;
            memtoreg_out <= 1'b0;
            memwrite_out <= 1'b0;
            memread_out <= 1'b0;
            branch_out <= 1'b0;
            current_state <= REG_IDLE;
            current_time <= 64'd1711799860;  
            last_valid_ULAout <= 32'b0;
        end
        else begin
            if (data_valid) begin
                ULAout_out <= ULAout_in;
                write_data_out <= write_data_in;
                zero_out <= zero_in;
                pc_branch_out <= pc_branch_in;
                write_reg_out <= write_reg_in;
                last_valid_ULAout <= ULAout_in;
                regwrite_out <= regwrite_in && !hazard_detected;
                memtoreg_out <= memtoreg_in;
                memwrite_out <= memwrite_in && !hazard_detected;
                memread_out <= memread_in && !hazard_detected;
                branch_out <= branch_in;
                current_state <= hazard_detected ? REG_HAZARD : REG_NORMAL;
            end else begin
                current_state <= REG_ERROR;
            end
            current_time <= current_time + 1;
        end
    end
    always_ff @(posedge clk or posedge reset) begin
        if (reset) begin
            transfer_count <= 32'h0;
            branch_count <= 32'h0;
            mem_access_count <= 32'h0;
        end else if (data_valid) begin
            transfer_count <= transfer_count + 1;
            if (branch_in)
                branch_count <= branch_count + 1;
            if (memread_in || memwrite_in)
                mem_access_count <= mem_access_count + 1;
        end
    end
    assign reg_status = current_state;
    assign last_update_time = current_time;
endmodule
```
**/design/flow/run.sh**
```bash
#!/bin/bash
# OpenROAD 26Q1-2900-gdf79404cd8, Yosys 0.63+post, stock flow scripts
make -C /OpenROAD-flow-scripts/flow DESIGN_CONFIG=/design/flow/config.mk WORK_HOME=/design/flow/orfs finish
```
**/design/flow/config.mk**
```make
export PLATFORM = sky130hd
export DESIGN_NAME = ex_mem_reg
export DESIGN_NICKNAME = ex_mem_reg
export VERILOG_FILES = /design/flow/design.v
export SDC_FILE = /design/flow/constraint.sdc
export NUM_CORES = 4
export LEC_CHECK = 1
export CORE_AREA = 10 10 156 156
export DIE_AREA = 0 0 166 166
```
**/design/flow/constraint.sdc**
```tcl
current_design ex_mem_reg

set clk_period 13.9
set clk_io_pct 0.2

create_clock -name clk0 -period $clk_period [get_ports {clk}]

set non_clock_inputs [all_inputs -no_clocks]
set_input_delay [expr $clk_period * $clk_io_pct] -clock clk0 $non_clock_inputs
set_output_delay [expr $clk_period * $clk_io_pct] -clock clk0 [all_outputs]
```
==> flow_summary_export.csv <==
group,metric,value,unit
setup_path,r2r.worst_path.cells,5,
yosys,xor_area_share,11.86,%
detailed_routing,route.antenna.remaining_nets,0,
clocking,holdBufCountCts,0,
yosys,ys_seq_elements,65,
timing,layout_min_cycle_time,4.293,ns
placed_design,dp_hpwl,9.078,mm
pwr,pwr-share-comb,1.9,%
finish,total_area_of_multi_input_combinational_cells,2085,um^2
detailed_routing,firstDrtPassIters,4,
setup_path,worstSetupPathDepth,1,
detailed_routing,antennaDiodeCount,0,
setup_path,critical_path_buf_inv_count,1,
timing,setup_tns,0,ns
die,initial_standard_cell_utilization_of_the_core,21.77,%
setup_path,timing_worst_setup_path_type,"reg2out",
die,chipWidth,166,um
timing,postLayoutSetupSlackWorst,9.607,ns
setup_path,slowest_stage,"dfstp_2",
finish,stdcell_count,844,
yosys,post_synth_design_cell_area,4577,um^2
timing,fin_crit_sh,30.89,%
clocking,clock-root-buffer,"clkbuf_16",
yosys,ys_chip_area,4577,um^2
die,chipHeight,166,um
clocking,cts_tree,"yes",
setup_path,timing.rr.start,"current_time[30]$_DFF_PP1_",
detailed_routing,route.detailed.wl_per_inst,13.15,um
global_routing,pin_count_of_the_biggest_net_entering_global_routing,38,
pwr,power_density,86.11,nW/um^2
setup_path,worst_r2r_endpoint,"current_time[58]$_DFF_PP0_",
clocking,post_cts_resize_count,0,
global_routing,grt_pass1_wl,16.75,mm
setup_path,crit_path_start,"current_time[11]$_DFF_PP1_",
finish,num-fill-cells,2204,
yosys,mux_area_share,0,%
detailed_routing,drt-vias-per-instance,3.384,
detailed_routing,drc_errors,0,
run_status,outcome,"finished, final reports clean",
flow_run,cap_viol_max_count,0,
setup_path,critPathTopFamily,"flip-flops",
global_routing,grt_antenna_before_repair,0,
detailed_routing,dr.first_iter.drc_count,94,
clocking,clock_tree.htree_level_count,3,
global_routing,grt_pass1_vias,3079,
worst_hold_path,worst_hold_path_type,"reg2reg",
timing,worst_slew_margin_rel,57.48,%
die,fp-row-count,53,
yosys,syn_area_per_cell,9.360,um^2
yosys,postSynth.topFlopCell,"dfrtp_1",
timing,max_slew.worst_pin.slew,0.6359,ns
yosys,synth_adder_area_share,0.2734,%
finish,syn_to_final_growth,12.00,%
yosys,postSynthCellCount,489,
placed_design,post-place-cells,828,
timing,final-setup-viol-count,0,
clocking,cts_inserted_buffers,9,
global_routing,groute.usage.overall,7.338,%
yosys,edf_count,0,
timing,final_max_slew_viol_count,0,
finish,sequential_area,1649,um^2
yosys,largest_non_sequential_cell_family_by_area,"buffers and inverters",
flow_run,openroad.warnings,132,
pwr,p_total,0.4414,mW
yosys,netlist.top_cell.by_area,"buf_4",
placed_design,dpl_worst_slack,9.688,ns
yosys,yosys_cells,489,
detailed_routing,routed-via-count,2856,
die,die_area,27560,um^2
pwr,vdd_drop_max,53.32,uV
timing,maxClockFrequency,232.9,MHz
pwr,internal-power,0.3473,mW
pwr,power.net_switching,0.09416,mW
setup_path,crit_path_cell_trace,"clkdlybuf4s50_1",
finish,finish.utilization,24.39,%
pwr,power.clock.fraction,55.1,%
die,std_cell_core_area,21020,um^2
yosys,synth.cellmix.simpleShare,16.51,%
setup_path,cp.required,11.12,ns
yosys,synth_top_area_share,33.62,%
timing,setup_repair_after_global_routing_missed_its_margin,"no",
setup_path,setup.worst_path.end_class,"output pin",
timing,report.final.hold_viol_count,0,
yosys,netlist-cell-type-count,25,
clocking,tritoncts_sink_count,65,
timing,skew,0.007639,ns
setup_path,max_stage_delay,0.62,ns
pwr,power.share.sequential,43.0,%
detailed_routing,finalWirelength,11.10,mm
yosys,synth-async-reset-ratio,100.0,%
yosys,synth-seq-area-share,36.03,%
setup_path,timing.critical_path.fanout_max,9,
setup_path,worstSetupStartpointType,"flip-flop",
yosys,yosys_warnings,1,
pwr,p_sw_share,21.33,%
placed_design,port-buffer-count,66,
placed_design,place_congestion,0.7876,
global_routing,globalRouteOverflowTotal,0,
yosys,ys_top_cells_by_area,"buf_4, dfrtp_1, dfstp_2",
setup_path,rrSetupSlack,11.40,ns
yosys,synth_compound_gate_area_share,0,%
clocking,clk-insertion-delay-late,0.34,ns
clocking,path_clk_slew,0.06,ns
clocking,post-cts-setup-buffer-count,0,
die,num_io_pins,379,
setup_path,worst_setup_path_endpoint,"last_update_time[11]",
clocking,clock_tree.buffer_depth,2,
setup_path,critical_path_arrival,1.51,ns
pwr,p_leak,2.453,nW
finish,final_layout_size_suffix_gt1_share,8.963,%
## cells in the mapped netlist, types with 2 or more instances
cell type and number:
and3_1 5, buf_2 2, buf_4 205, conb_1 2
dfrtp_1 47, dfstp_2 18, inv_1 16, nand2_1 23
nand3_1 21, nand4_1 20, nand4_2 4, nor2_1 34
nor3_1 9, nor3_2 6, nor3_4 2, nor4_1 5
nor4_2 2, xnor2_1 25, xor2_1 37
## how the worst min path moves through the flow
stage,startpoint,to,cells past startpoint
after CTS,current_time[63]$_DFF_PP0_,current_time[63]$_DFF_PP0_,1
after global routing,current_time[49]$_DFF_PP0_,current_time[49]$_DFF_PP0_,1
final,current_time[63]$_DFF_PP0_,current_time[63]$_DFF_PP0_,1
## flip-flops by register name (all words and copies together), names as in the netlist
name           cells
current_state      1
current_time      64
## cell usage in the layout, fill, tap and decap left out, types with 2 or more instances in the layout
cell type,count
and3_1,5
bufinv_16,2
clkbuf_16,9
clkdlybuf4s50_1,66
clkinv_2,2
clkinv_4,2
conb_1,206
dfrtp_1,47
dfstp_2,18
inv_1,15
nand2_1,23
nand3_1,21
nand4_1,20
nand4_2,4
nor2_1,34
nor3_1,9
nor3_2,6
nor3_4,2
nor4_1,5
nor4_2,2
xnor2_1,25
xor2_1,37
## through the flow
stage                     hold slack, ns  cell area [um^2]
after global placement            0.4573              4806
after global routing              0.5039              5126
after CTS                         0.4712              5126
final                             0.4670              5126
after floorplan                   0.4204              5343
after detailed placement          0.4637              4806
## power by group through the flow
| stage | Clock [mW] | Combinational [mW] | Sequential, mW |
|---|---|---|---|
| 4_1_cts | 0.249 | 0.0103 | 0.190 |
| 5_1_grt | 0.259 | 0.0126 | 0.190 |
| 6_report | 0.243 | 0.00849 | 0.190 |
## cell type report
class / instances / area share [%]
Sequential cell: 65 / 32.17
Clock buffer: 9 / 4.393
Inverter: 16 / 1.172
Tap cell: 275 / 6.712
Timing Repair Buffer: 67 / 13.03
Multi-Input combinational cell: 405 / 40.66
Clock inverter: 7 / 1.855
## logic make-up after synthesis
logic type,count (synthesis)
flip-flops,65
buffers and inverters,223
XOR/XNOR,62
other,2
AND/OR/NAND/NOR,136
adder cells (fa/ha/maj),1
## routing by layer
layer	track usage, %	part of all wire, %	wire, um
met5	0	0	0
met4	0.9245	1.4	150
met3	3.217	9.8	1085
met2	11.96	46	5135
met1	9.065	43	4728
Power is estimated from default activity; no workload was simulated.
